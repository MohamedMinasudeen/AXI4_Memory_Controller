**design.v**
```verilog
`timescale 1ns/1ps
module axi4_memory_controller #(
  parameter ADDR_WIDTH = 32,
  parameter DATA_WIDTH = 32
)(
  input  wire                   ACLK,
  input  wire                   ARESETn,
  input  wire [ADDR_WIDTH-1:0] AWADDR,
  input  wire [7:0]            AWLEN,
  input  wire [2:0]            AWSIZE,
  input  wire [1:0]            AWBURST,
  input  wire                  AWVALID,
  output reg                   AWREADY,
  input  wire [DATA_WIDTH-1:0] WDATA,
  input  wire                  WVALID,
  input  wire                  WLAST,
  output reg                   WREADY,
  output reg [1:0]             BRESP,
  output reg                   BVALID,
  input  wire                  BREADY,
  input  wire [ADDR_WIDTH-1:0] ARADDR,
  input  wire [7:0]            ARLEN,
  input  wire [2:0]            ARSIZE,
  input  wire [1:0]            ARBURST,
  input  wire                  ARVALID,
  output reg                   ARREADY,
  output reg [DATA_WIDTH-1:0]  RDATA,
  output reg                   RVALID,
  output reg                   RLAST,
  input  wire                  RREADY,
  output reg  [ADDR_WIDTH-1:2] mem_addr,
  output reg                   mem_write_en,
  output reg  [DATA_WIDTH-1:0] mem_write_data,
  input  wire [DATA_WIDTH-1:0] mem_read_data
);
  localparam S_IDLE        = 3'b000;
  localparam S_WRITE_ADDR  = 3'b001;
  localparam S_WRITE_DATA  = 3'b010;
  localparam S_WRITE_RESP  = 3'b011;
  localparam S_READ_ADDR   = 3'b100;
  localparam S_READ_WAIT   = 3'b101;
  localparam S_READ_DATA   = 3'b110;
  reg [2:0] state;
  reg [7:0] burst_len;
  reg [7:0] burst_cnt;
  reg [ADDR_WIDTH-1:2] addr_reg;
  always @(posedge ACLK or negedge ARESETn) begin
    if (!ARESETn) begin
      AWREADY        <= 0;
      WREADY         <= 0;
      BVALID         <= 0;
      BRESP          <= 0;
      ARREADY        <= 0;
      RVALID         <= 0;
      RLAST          <= 0;
      RDATA          <= 0;
      mem_addr       <= 0;
      mem_write_en   <= 0;
      mem_write_data <= 0;
      burst_cnt      <= 0;
      burst_len      <= 0;
      addr_reg       <= 0;
      state          <= S_IDLE;
    end else begin
      AWREADY        <= 0;
      WREADY         <= 0;
      ARREADY        <= 0;
      RVALID         <= 0;
      RLAST          <= 0;
      BVALID         <= 0;
      mem_write_en   <= 0;
      case (state)
        S_IDLE: begin
          if (AWVALID) begin
            AWREADY   <= 1;
            addr_reg  <= AWADDR[ADDR_WIDTH-1:2];  
            burst_len <= AWLEN;
            burst_cnt <= 0;
            state     <= S_WRITE_DATA;
          end else if (ARVALID) begin
            ARREADY   <= 1;
            addr_reg  <= ARADDR[ADDR_WIDTH-1:2];
            burst_len <= ARLEN;
            burst_cnt <= 0;
            state     <= S_READ_WAIT;
          end
        end
        S_WRITE_DATA: begin
          if (WVALID) begin
            WREADY         <= 1;
            mem_addr       <= addr_reg + burst_cnt;
            mem_write_en   <= 1;
            mem_write_data <= WDATA;
            burst_cnt      <= burst_cnt + 1;
            if (WLAST) begin
              state <= S_WRITE_RESP;
            end
          end
        end
        S_WRITE_RESP: begin
          BVALID <= 1;
          BRESP  <= 2'b00;  
          if (BREADY) begin
            state <= S_IDLE;
          end
        end
        S_READ_WAIT: begin
          state <= S_READ_DATA;
        end
        S_READ_DATA: begin
          if (RREADY || !RVALID) begin
            mem_addr <= addr_reg + burst_cnt;
            RDATA    <= mem_read_data;
            RVALID   <= 1;
            RLAST    <= (burst_cnt == burst_len);
            burst_cnt <= burst_cnt + 1;
            if (burst_cnt == burst_len) begin
              state <= S_IDLE;
            end
          end
        end
      endcase
    end
  end
endmodule
```
**constraint.sdc**
```tcl
current_design axi4_memory_controller

set clk_period 5.1
set clk_io_pct 0.2

create_clock -name clk0 -period $clk_period [get_ports {ACLK}]

set non_clock_inputs [all_inputs -no_clocks]
set_input_delay [expr $clk_period * $clk_io_pct] -clock clk0 $non_clock_inputs
set_output_delay [expr $clk_period * $clk_io_pct] -clock clk0 [all_outputs]
```
**run.sh**
```bash
#!/bin/bash
# OpenROAD 26Q1-2900-gdf79404cd8, Yosys 0.63+post, stock flow scripts
make -C /OpenROAD-flow-scripts/flow DESIGN_CONFIG=/design/flow/config.mk WORK_HOME=/design/flow/orfs finish
```
**config.mk**
```make
export PLATFORM = sky130hd
export DESIGN_NAME = axi4_memory_controller
export DESIGN_NICKNAME = axi4_memory_controller
export VERILOG_FILES = /design/flow/design.v
export SDC_FILE = /design/flow/constraint.sdc
export NUM_CORES = 4
export LEC_CHECK = 1
export CORE_UTILIZATION = 50
```
==> out/metrics.csv <==
metric,value,unit
cp_data_arrival_time,3010,ps
fp_util,0.517,
edf_count,0,
maxCapViolCount,0,
max_slew_margin,0.482,
path_max_fanout,78,
ys_ff,150,
design.core.area,13300,µm²
syn_avg_cell_area,11.7,µm²
clkLatencyLatePin,410,ps
ys_cells,590,
portBuffers,248,
grt_pass1_wl,27300,µm
layout.cells.non_filler,1018,
comb_power_share,0.064,
first_pass_iters,4,
diodes,0,
max_freq,364,MHz
fin_util,0.756,
totalWireLength,16600,µm
dp_hpwl,11800,µm
die_area,14300,µm²
post_cts_buffers,0,
p_clk_frac,0.482,
drc,0,
swShare,0.193,
rsz0062_at_grt,no,
area_delta_synth_final,46.4,%
drive_gt1_frac,0.147,
post-route-worst-setup-slack,2350,ps
fin_tns_setup,0,ps
grt_max_degree,79,
path_class,in2reg,
seqPwrFrac,0.454,
critPathLaunchType,input port,
place.gp.congestion,0.805,
switchingPower,0.000506,W
worst_ep_required_time,5370,ps
cts_resized,0,
hold_buffers,0,
vias,5221,
cts_tree,yes,
dr.first_iter.drc_count,247,
numPlacedInstances,988,
synthCells,590,
async_reset_ff_frac,1.00,
ys_types,51,
num_rows,42,
ir_worst_vdd,0.279,mV
top_cell_area_share,0.541,
htree_levels,4,
syn_area,6900,µm²
cts_buffers,17,
clock_skew,9.65,ps
warning_count,40,
antenna_left,0,
path_clk_slew,60,ps
root_buffer,clkbuf_16,
drv_slew,0,
hp-class,reg2reg,
wl_per_cell,16.3,µm
yosys_area,6900,µm²
run_status,"complete, no violations",
p_per_area,260,nW/µm²
power.leakage,4.52,nW
grt_util_all_layers,0.255,
via_per_inst,5.13,
clkSinkCount,150,
cp-end-kind,flop,
cts_buffer_depth,2,
reg_top3,"RDATA (32), mem_write_data (32)",
die_w,119,µm
yosys_warnings,1,
worst_pin_slew,777,ps
antenna_found_initial,0,
place_ws,1940,ps
seq_area_frac_synth,0.544,
grt_pass1_vias,5349,
ff_type,dfrtp_1,
finalHoldViolations,0,
gr-total-overflow,0,
period_used_share,0.539,
intPower,0.00212,W
period_minus_slack,2750,ps
top_cells_by_area,"dfrtp_1 (54%), mux2_2 (11%), mux2i_1 (5.7%)",
finalSetupViolations,0,
ios,265,
die_h,119,µm
top_area_cell,dfrtp_1,
[layout by cell type (no fill, tap or decap), drive strengths merged, types with 8 or more instances in the layout]
master	netlist	routed
xor2	18	18
a21oi	9	9
xnor2	23	23
clkbuf	17	21
clkdlybuf4s50	0	246
o21ai	71	71
nand2	82	82
ha	9	9
nand3	8	8
buf	16	8
nand4	14	14
mux2	65	65
mux2i	39	39
dfrtp	149	149
nor2	12	12
[cell type report]
| cell class | count | area [µm²] |
|---|---|---|
| tap | 176 | 220 |
| sequential | 150 | 3750 |
| multi-input combinational | 402 | 2970 |
| inverter | 6 | 22.5 |
| clock buffer | 21 | 480 |
| clock inverter | 9 | 125 |
| fill | 869 | 3250 |
| timing repair buffer | 254 | 2520 |
[cell usage after synthesis (6+ instances only)]
| cell | n |
|---|---|
| xnor2_1 | 23 |
| dfrtp_1 | 149 |
| mux2i_1 | 39 |
| buf_2 | 10 |
| and2_1 | 6 |
| nand4_1 | 14 |
| o21ai_1 | 17 |
| ha_1 | 9 |
| clkbuf_1 | 17 |
| nand2_1 | 82 |
| a21oi_1 | 7 |
| inv_1 | 6 |
| and3_1 | 6 |
| nor2_1 | 12 |
| o21ai_0 | 53 |
| mux2_2 | 65 |
| xor2_1 | 18 |
[layer usage]
layer | share of wire | track usage | wire, µm | vias up
met5 | 0 | 0 | 0 | -
met4 | 0.0063 | 0.0203 | 104 | 0
met3 | 0.075 | 0.0685 | 1240 | 6
met2 | 0.50 | 0.404 | 8250 | 165
met1 | 0.42 | 0.387 | 6990 | 2519
li1 | - | - | - | 2531
[critical path: stages]
cell and delay [ps]:
clkdlybuf4s50_1 540, o21ai_4 60, buf_4 320, a221oi_4 440, and4_4 320, nand3_2 80
xor2_1 160, nor2_1 50
[cell families after synthesis]
family          after synthesis  share of synthesized area
flops                       150                      0.544
simple gates                148                      0.106
mux                         104                      0.163
compound gates               97                     0.0876
xor+xnor                     41                     0.0521
buf+inv                      39                     0.0274
fa+ha+maj                    10                     0.0192
other cells                   1                   0.000544
[metrics by stage]
stage	power (W)	instance area [µm²]	hold WS (ps)
final	0.00262	10100	416
after global routing	0.00270	10100	436
after CTS	0.00265	10100	416
after detailed placement	0.00138	9490	402
after global placement	0.00138	9490	394
after floorplan	0.00124	6900	377
[power by group through the flow]
stage / Clock (W) / Combinational (W) / Sequential, W
finish: 0.00126 / 0.000168 / 0.00119
global route: 0.00133 / 0.000183 / 0.00119
CTS: 0.00129 / 0.000171 / 0.00119
[path summary, 6_finish.rpt]
check	from	depth (start not counted)	slack [ps]	endpoint
min	state[4]	0	420	BVALID
max reg2reg	burst_cnt[0]	9	2580	mem_addr[12]
max in group asynchronous	ARESETn	2	3520	mem_write_data[11]
min reg2reg	state[4]	0	420	BVALID
max	ARVALID	8	2350	burst_cnt[7]
min in group asynchronous	ARESETn	1	550	mem_addr[12]
Power is estimated from default activity; no workload was simulated.
